File: flow/config.mk
export PLATFORM = sky130hd
export DESIGN_NAME = shift
export DESIGN_NICKNAME = shift
export VERILOG_FILES = /design/flow/design.v
export SDC_FILE = /design/flow/constraint.sdc
export NUM_CORES = 4
export LEC_CHECK = 1
export CORE_AREA = 10 10 80 80
export DIE_AREA = 0 0 90 90
File: flow/constraint.sdc
current_design shift

set clk_period 1.0
set clk_io_pct 0.2

create_clock -name clk0 -period $clk_period [get_ports {clk}]

set non_clock_inputs [all_inputs -no_clocks]
set_input_delay [expr $clk_period * $clk_io_pct] -clock clk0 $non_clock_inputs
set_output_delay [expr $clk_period * $clk_io_pct] -clock clk0 [all_outputs]
File: flow/design.v
module shift
(
  input clk,
  input [15:0] data_in,
  output [15:0] data_out
);
parameter D = 2;
reg [D-1:0] hr_0; reg [D-1:0] hr_1; reg [D-1:0] hr_2; reg [D-1:0] hr_3;
reg [D-1:0] hr_4; reg [D-1:0] hr_5; reg [D-1:0] hr_6; reg [D-1:0] hr_7;
reg [D-1:0] hr_8; reg [D-1:0] hr_9; reg [D-1:0] hr_10; reg [D-1:0] hr_11;
reg [D-1:0] hr_12; reg [D-1:0] hr_13; reg [D-1:0] hr_14; reg [D-1:0] hr_15;
always @ (posedge clk) begin
  hr_0 [D-1:0] <= {hr_0[D-2:0], data_in[0]};
  hr_1 [D-1:0] <= {hr_1[D-2:0], data_in[1]};
  hr_2 [D-1:0] <= {hr_2[D-2:0], data_in[2]};
  hr_3 [D-1:0] <= {hr_3[D-2:0], data_in[3]};
  hr_4 [D-1:0] <= {hr_4[D-2:0], data_in[4]};
  hr_5 [D-1:0] <= {hr_5[D-2:0], data_in[5]};
  hr_6 [D-1:0] <= {hr_6[D-2:0], data_in[6]};
  hr_7 [D-1:0] <= {hr_7[D-2:0], data_in[7]};
  hr_8 [D-1:0] <= {hr_8[D-2:0], data_in[8]};
  hr_9 [D-1:0] <= {hr_9[D-2:0], data_in[9]};
  hr_10 [D-1:0] <= {hr_10[D-2:0], data_in[10]};
  hr_11 [D-1:0] <= {hr_11[D-2:0], data_in[11]};
  hr_12 [D-1:0] <= {hr_12[D-2:0], data_in[12]};
  hr_13 [D-1:0] <= {hr_13[D-2:0], data_in[13]};
  hr_14 [D-1:0] <= {hr_14[D-2:0], data_in[14]};
  hr_15 [D-1:0] <= {hr_15[D-2:0], data_in[15]};
end
assign data_out[0] = hr_0[D-1]; assign data_out[1] = hr_1[D-1];
assign data_out[2] = hr_2[D-1]; assign data_out[3] = hr_3[D-1];
assign data_out[4] = hr_4[D-1]; assign data_out[5] = hr_5[D-1];
assign data_out[6] = hr_6[D-1]; assign data_out[7] = hr_7[D-1];
assign data_out[8] = hr_8[D-1]; assign data_out[9] = hr_9[D-1];
assign data_out[10] = hr_10[D-1]; assign data_out[11] = hr_11[D-1];
assign data_out[12] = hr_12[D-1]; assign data_out[13] = hr_13[D-1];
assign data_out[14] = hr_14[D-1]; assign data_out[15] = hr_15[D-1];
endmodule
File: flow/run.sh
#!/bin/bash
# OpenROAD 26Q1-2900-gdf79404cd8, Yosys 0.63+post, stock flow scripts
make -C /OpenROAD-flow-scripts/flow DESIGN_CONFIG=/design/flow/config.mk WORK_HOME=/design/flow/orfs finish
==> results.py <==
# Generated from Yosys and OpenROAD reports
metrics = {
    "cells_and_area": {
        "area_growth_pct": 53.9,
        "fin_util": 0.248,
        "nFillCells": 484,
        "layout-drive-gt1-share": 0.181,
        "logic_gate_count": 0,
        "comb_area_um2": 0,
    },
    "route": {
        "drt_iter0_markers": 6,
        "via_per_inst": 2.29,
        "vias": 318,
        "drtAntennaViolNets": 0,
        "drt_wl_total_um": 1320,
        "wire_per_inst_um": 9.50,
        "drc_errors": 0,
        "drt_pass1_iterations": 3,
        "insertedDiodeCount": 0,
    },
    "clocking": {
        "clk_path_buf_depth": 2,
        "htree_num_levels": 2,
        "clk_latency_ns": 0.27,
        "clk_pin_slew_ns": 0.06,
        "cts_resized": 34,
        "postCtsSetupRepairBufs": 0,
        "cts_tree": "yes",
        "hold_buffers": 0,
        "cts_root_buffer": "clkbuf_8",
        "numCtsBuffers": 5,
        "clock_sinks": 32,
    },
    "synth": {
        "ys_cells": 48,
        "synth_area_um2": 761,
        "mux_area_frac": 0,
        "synthAoiAreaFrac": 0,
        "synth-area-yosys_um2": 761,
        "syn_inst": 48,
        "largest_area_cell": "dfxtp_1",
        "ys_seq_elements": 32,
        "ys_seq_share": 0.842,
        "fa_ha_area_frac": 0,
        "logic_family": "buffers and inverters",
        "syn_avg_cell_area_um2": 15.8,
        "top_cells_by_area": "dfxtp_1 (84%), buf_4 (16%)",
        "simple_gate_share": 0,
        "top_cell_area_share": 0.842,
        "synth_cell_types": 2,
        "ys_warn_count": 1,
        "synth-xor-area-share": 0,
    },
    "power": {
        "power_frac_comb": 0.038,
        "power_uw": 2750,
        "switching_power_uw": 438,
        "power_density_nw_per_um2": 2350,
        "clock_power_share": 0.468,
        "ir_drop_uv": 923,
        "seqPwrFrac": 0.494,
        "switching_share": 0.159,
        "power.internal_uw": 2310,
        "p_leak_uw": 0.000470,
    },
    "global_route": {
        "grt_max_degree": 11,
        "grt_pass1_wl_um": 1870,
        "grt_antenna_before_repair": 0,
        "grtUsageTotal": 0.0314,
        "overflow": 0,
        "grt_pass1_vias": 351,
    },
    "worst_setup_path": {
        "crit_buf_inv": 1,
        "cpMaxStageDelayCell": "dfxtp_2",
        "crit_path_max_fanout": 1,
        "startpoint_type": "flip-flop",
        "path_class": "reg2out",
        "path_delay_family": "flip-flops",
        "worstSetupEndpointType": "primary output",
        "path_cells": "clkdlybuf4s15_1",
        "worstPathRequired_ns": 0.80,
        "cp_data_arrival_time_ns": 0.76,
        "slowest_delay_ns": 0.32,
    },
    "status": {
        "status": "finished, final reports clean",
    },
    "timing": {
        "max_freq_mhz": 1050,
        "finalClockSkew_ns": 0.000698,
        "min_period_ns": 0.957,
        "maxSlewHeadroom": 0.959,
        "tightest_slew_ns": 0.0622,
        "setup_viol": 0,
        "finalSetupTns_ns": 0,
        "final-hold-violation-count": 0,
        "finalClockPeriodUsage": 0.957,
        "rsz0062_at_grt": "false",
        "worst_slack_ns": 0.0433,
        "slew_violations": 0,
    },
    "die": {
        "fp_util": 0.161,
        "die_h_um": 90,
        "core_area_um2": 4720,
        "io_pins": 33,
        "die_w_um": 90,
        "chip_area_um2": 8100,
        "rows": 25,
    },
    "place": {
        "place_ws_ns": 0.0188,
        "portBuffers": 32,
        "globalplace.congestion": 0.680,
    },
    "worst_hold_path": {
        "hp-class": "reg2reg",
    },
    "flow_run": {
        "maxCapViolCount": 0,
        "openroad.warnings": 25,
    },
}
## worst paths after layout
| kind | from | end | slack, ns | cells past startpoint |
|---|---|---|---|---|
| max | hr_9[1]$_DFF_P_ | data_out[9] | 0.04 | 1 |
| min | hr_8[0]$_DFF_P_ | hr_8[1]$_DFF_P_ | 0.33 | 0 |
| max reg2reg | hr_2[0]$_DFF_P_ | hr_2[1]$_DFF_P_ | 0.60 | 0 |
| min reg2reg | hr_8[0]$_DFF_P_ | hr_8[1]$_DFF_P_ | 0.33 | 0 |
## per-layer routing
layer  wire [um]  track usage
met1         436       0.0256
met2         646       0.0515
met3         216       0.0310
met4          21      0.00928
met5           0            0
## Yosys cell counts
| cell type | count |
|---|---|
| buf_4 | 16 |
| dfxtp_1 | 32 |
## layout make-up
cell class,instances,area (um2),area share
clock buffers,7,96.3,0.0823
clock inverters,1,30.0,0.0256
flip-flops and latches,32,646,0.551
well taps,67,83.8,0.0716
repair buffers,32,315,0.269
## power by group through the flow
stage	logic [uW]	registers (uW)	clock network [uW]
CTS	109	1360	1320
global route	111	1370	1370
finish	103	1360	1290
## through the flow
step,cell area (um2),hold WS [ns],instances
floorplan,761,0.228,48
global placement,1040,0.312,131
detailed placement,1040,0.312,131
CTS,1170,0.326,139
global route,1170,0.328,139
finish,1170,0.325,139
## cells by family (layout without fill, tap and decap cells)
group / Yosys count / in the layout
buf+inv: 16 / 40
flops: 32 / 32
## placed cells by master, fill, tap and decap left out, drive strengths merged
master	synthesis	final
bufinv	0	1
clkdlybuf4s15	0	15
clkbuf	0	8
dfxtp	32	32
clkdlybuf4s50	0	16
Power and IR drop assume default switching activity.
