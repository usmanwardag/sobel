### /design/flow/config.mk
export PLATFORM = sky130hd
export DESIGN_NAME = mac
export DESIGN_NICKNAME = mac
export VERILOG_FILES = /design/flow/design.v
export SDC_FILE = /design/flow/constraint.sdc
export NUM_CORES = 4
export LEC_CHECK = 1
export CORE_UTILIZATION = 40
### /design/flow/design.v
`timescale 1ns / 1ps
module mac(
    input [7:0] in,
    input [7:0] w,
    input [7:0] b,
    output [15:0] out
    );
wire [15:0] d;
assign d = w * in;
assign out = d + b;
endmodule
### /design/flow/run.sh
#!/bin/bash
# OpenROAD 26Q1-2900-gdf79404cd8, Yosys 0.63+post, stock flow scripts
make -C /OpenROAD-flow-scripts/flow DESIGN_CONFIG=/design/flow/config.mk WORK_HOME=/design/flow/orfs finish
### /design/flow/constraint.sdc
current_design mac

set clk_period 7.7
set clk_io_pct 0.2

create_clock -name clk0 -period $clk_period

set non_clock_inputs [all_inputs -no_clocks]
set_input_delay [expr $clk_period * $clk_io_pct] -clock clk0 $non_clock_inputs
set_output_delay [expr $clk_period * $clk_io_pct] -clock clk0 [all_outputs]
==> run notes <==
Notes from the flow run.

Global routing:
- The run puts the met3 track utilization from global routing at 2.33%.
- The run puts the number of antenna violations at the first check in global routing at 0.
- The global routing report lists met2 layer usage as 27.9%.
- Entering global routing, the biggest net connects 9 pins.
- The via count of the first global-routing pass was 1968.
- Global routing used 27.5% of the available met1 tracks.
- The global route stage reports its total congestion overflow as 0.
- Global routing used 17.4% of the available tracks across all layers.
- The run gives the first-pass GRT wire length as 8380 um.
- The run gives the layer with the highest usage as met2.

Floorplan:
- The run puts the total die area at 6260 um2.
- The run gives the die extent in x as 79.1 um.
- After floorplanning, the core was divided into 27 placement rows.
- At the floorplan stage, the core utilization is reported as 42.4%.
- The vertical die dimension reported for this design is 79.1 um.
- The run puts the count of pins on the block boundary at 40.
- The run puts the placeable core region at 5610 um2.

Route:
- The run puts the total wire length after detailed routing at 4770 um.
- The count of nets left with antenna violations once routing finished came out at 0.
- In the routed design, unresolved DRC markers number 0.
- The run puts the iteration tally of the first detailed-router pass at 6.
- The script logs the ratio of routed vias to standard cells as 4.80.
- The run gives the final antenna diode count as 0.
- The run gives the routed wire length per instance as 11.4 um.
- For this block, the via count after detailed routing is 2017.
- The run gives the first-iteration detailed-routing DRC count as 40.

Final timing:
- The run gives the total count of max-transition violations in the final report as 0.
- Looking at the max-slew report, the worst-margin pin has a slew of 0.335 ns.
- The run gives the worst hold slack across all endpoints as 4.09 ns.
- The run gives the top achievable clock speed as 0.134 GHz.
- Headroom to the max-slew limit came out at 77.5%.
- The end-of-flow timing check tallies setup violations at 0.
- The run puts the final period demand of the worst path at 7.46 ns.
- The run puts the period utilization at 96.9%.
- Setup repair after global routing left no endpoint under its margin.
- In the final report, the number of hold violations comes to 0.
- After layout, the worst setup slack is 0.239 ns.

Placed design:
- The run puts the global placer's final weighted congestion at 0.882.
- The run gives the area of placed instances as 3070 um2.
- The run gives the detailed placement HPWL as 4340 um.
- The run puts the worst-case setup slack after placement at -0.172 ns.
- The run puts the number of placed instances with taps included at 420.
- The run gives the total of buffers placed on input and output ports as 40.

Synthesis:
- The synth_stat.txt file lists the number of cells as 282.
- The synthesized instance count is 282.
- The run puts the average size of a mapped cell at 8.44 um2.
- The run puts the number of synthesis warnings at 0.
- The run puts the post-synthesis cell area at 2380 um2.
- The run puts the register area share after synthesis at 0%.
- The run puts the count of different cell masters after synthesis at 37.
- The run gives the chip area estimate from yosys synthesis as 2380 um2.

Clocking:
- The run puts the buffers inserted during post-CTS setup optimization at 0.
- The run gives the number of buffers inserted for hold repair after clock tree synthesis as 0.

Worst setup path:
- The worst setup path is launched from a primary input.
- The run puts the data required time of the critical path at 6.16 ns.
- The report shows a maximum critical-path fanout of 6.
- The worst setup path is captured at a primary output.
- Data arrives at the worst endpoint at 5.92 ns.
- The launch point of the critical path was reported as w[0].
- The worst setup path is of the in -> out kind.

Cells and area:
- Per the final layout report, the fraction of cells sized above drive strength 1 comes to 10.9%.
- The run puts the post-layout instance area at 3130 um2.
- The run gives the number of standard cells in the final layout excluding fillers as 420.
- The run gives the relative area change from synthesis to final layout as 31.7%.
- The run puts the total of clock buffers placed in the layout at 0.
- The number of sequential cells reported for the layout is 0.
- Across the whole layout, storage elements account for 0 um2.

Pwr:
- The report lists the power per cell area as 292 nW/um2.
- The run gives the standby leakage power as 1.74 nW.
- The final power report lists total power as 0.000916 W.
- The internal portion of the total power is 0.000535 W.
- The run puts the peak supply drop at 252 uV.
- The run puts the share of power burned in registers at 0%.
- Per report_power, the combinational group accounts for 100.0% of the total.
- Of the total power, the share spent switching nets is 41.6%.
- The run gives the power share of the clock group as 0%.
- Summed over all nets, the switching power comes to 0.000381 W.

Flow run:
- The number of maximum-capacitance violations recorded for the run is 0.
- The stage logs contain a warning count of 33.

Hold path:
- The run gives the worst hold path class as in -> out.
- Looking at hold timing, the worst path starts from in[0].
- The run puts the worst hold path stage count at 5.

Status:
- The run finished with clean final reports.
## cells by family (layout without fill, tap and decap cells)
group           count (synthesis)  in the layout  synth area share (%)
fa+ha+maj                      80             80                  55.9
compound gates                 30             30                  8.89
buf+inv                        70            136                  11.0
mux                             2              2                 0.946
xor+xnor                        8              8                  2.94
simple gates                   92             92                  20.2
## cells in the final DEF, fill, tap and decap left out, drive strengths merged, types with 5 or more instances in the layout
cell type / synthesis / layout
a21o: 6 / 6
a21oi: 7 / 7
and2: 35 / 35
buf: 0 / 27
clkdlybuf4s50: 0 / 25
dlygate4sd2: 0 / 10
dlymetal6s2s: 0 / 5
fa: 44 / 44
ha: 36 / 36
inv: 69 / 69
nand2: 33 / 33
nor2: 6 / 6
xor2: 5 / 5
## worst max-delay path: stages
cell and delay, ns:
sky130_fd_sc_hd__clkdlybuf4s50_1 0.48, sky130_fd_sc_hd__nand2_1 0.08, sky130_fd_sc_hd__fa_1 0.52, sky130_fd_sc_hd__fa_1 0.53
sky130_fd_sc_hd__fa_1 0.52, sky130_fd_sc_hd__fa_1 0.54, sky130_fd_sc_hd__inv_1 0.06, sky130_fd_sc_hd__ha_4 0.26
sky130_fd_sc_hd__and4_4 0.17, sky130_fd_sc_hd__a21o_1 0.19, sky130_fd_sc_hd__buf_4 0.15, sky130_fd_sc_hd__o21ai_0 0.12
sky130_fd_sc_hd__or3b_1 0.35, sky130_fd_sc_hd__clkdlybuf4s50_1 0.41
## final cells by class
class / count / area (um2)
Fill cell: 564 / 2470
Multi-Input combinational cell: 212 / 2180
Timing Repair Buffer: 67 / 603
Inverter: 69 / 259
Tap cell: 72 / 90.1
## power by group through the flow
stage	clock network (W)	registers (W)	logic [W]
4_1_cts	0	0	0.000902
6_report	0	0	0.000916
5_1_grt	0	0	0.00104
## synthesized netlist by cell type, drive strengths merged, types with 2 or more instances
master / n / area [um2]
a21oi: 7 / 35.0
a21o: 6 / 45.0
xnor2: 3 / 26.3
a221oi: 2 / 17.5
fa: 44 / 881
and3: 2 / 12.5
nor2: 6 / 22.5
o21ai: 3 / 15.0
ha: 36 / 450
nor3: 3 / 15.0
a211oi: 2 / 15.0
and2: 35 / 219
xor2: 5 / 43.8
nand2: 33 / 124
nand2b: 2 / 12.5
mux2: 2 / 22.5
inv: 69 / 259
nand3: 3 / 15.0
## worst paths after layout
path | endpoint | slack (ns)
worst min-delay path | out[0] | 4.09
worst max-delay path | out[10] | 0.24
## stage by stage
| step | utilization, % | TNS [ns] |
|---|---|---|
| 2_1_floorplan | - | 0 |
| 6_report | 55.9 | 0 |
| 4_1_cts | 55.1 | -0.0367 |
| 5_1_grt | 55.9 | 0 |
| 3_3_place_gp | 54.7 | -0.248 |
| 3_5_place_dp | 54.7 | -0.498 |
## timing repair
item | CTS | global route
setup endpoints to repair | 6 | 7
gates resized | 13 | 10
pin swaps | 1 | 1
## per-layer routing
metal	vias up	wire length, um
met4	0	28
met1	955	2280
li1	1018	-
met3	2	233
met5	-	0
met2	42	2230
Power and IR drop assume default switching activity.
